==> /design/flow/run.sh <==
#!/bin/bash
# OpenROAD 26Q1-2900-gdf79404cd8, Yosys 0.63+post, stock flow scripts
make -C /OpenROAD-flow-scripts/flow DESIGN_CONFIG=/design/flow/config.mk WORK_HOME=/design/flow/orfs finish
==> /design/flow/config.mk <==
export PLATFORM = sky130hd
export DESIGN_NAME = tgc1
export DESIGN_NICKNAME = tgc1
export VERILOG_FILES = /design/flow/design.v
export SDC_FILE = /design/flow/constraint.sdc
export NUM_CORES = 4
export LEC_CHECK = 1
export CORE_AREA = 10 10 96 96
export DIE_AREA = 0 0 106 106
==> /design/flow/constraint.sdc <==
current_design tgc1

set clk_period 5.8
set clk_io_pct 0.2

create_clock -name clk0 -period $clk_period

set non_clock_inputs [all_inputs -no_clocks]
set_input_delay [expr $clk_period * $clk_io_pct] -clock clk0 $non_clock_inputs
set_output_delay [expr $clk_period * $clk_io_pct] -clock clk0 [all_outputs]
==> /design/flow/design.v <==
module tgc1 (a,b,c,Q);
    input [7:0] a,b,c;
    output Q;
    reg cnt;
    always @(a,b,c) begin
        cnt=1'b0;
        if (a>=b) begin
            if ((a-b)<c && c<({1'b0,a}+{1'b0,b})) begin
                cnt=1'b1;
            end
        end
        if ((b-a)<c && c<({1'b0,a}+{1'b0,b})) begin
            cnt=1'b1;    
        end
    end
    assign Q=cnt;
endmodule
==> impl_metrics.py <==
# Metrics from the implementation run
metrics = {
    "job": {
        "max-cap-violations": 0,
        "warning_count": 47,
    },
    "timing": {
        "post-route-min-period_ns": 5.65,
        "relSlewSlack": 0.790,
        "timing.final.ws_setup_ns": 0.154,
        "worst_pin_slew_ns": 0.313,
        "fmax_mhz": 177,
        "finalHoldViolations": 0,
        "finalSetupViolCount": 0,
        "fin_crit_sh": 0.974,
        "slew_violations": 0,
    },
    "layout": {
        "final_area_um2": 1960,
        "clock_buffers": 0,
        "seq_area_um2": 0,
        "drive_gt1_frac": 0.164,
        "mostFrequentLayoutCells": "40 x ha_1, 32 x inv_1, 22 x clkdlybuf4s50_1, 14 x a21oi_1, 11 x xnor2_1",
        "final_common_cell": "ha_1",
        "area_growth_pct": 33.3,
        "nFlopsAndLatches": 0,
    },
    "global_routing": {
        "grt_first_pass_wirelength_mm": 6.01,
        "grtUsageMet2": 0.105,
        "grt_usage": 0.0620,
        "grt_pass1_vias": 1386,
        "overflow": 0,
        "gr-usage-met3": 0.00489,
        "grt_max_degree": 12,
        "grt.busiest_layer": "met2",
        "grtUsageMet1": 0.0871,
        "antenna_found_initial": 0,
    },
    "routing": {
        "num_vias": 1345,
        "routed_wl_mm": 3.57,
        "vias_per_cell": 4.23,
        "antenna_cells": 0,
        "drtIter0Drc": 38,
        "wl_per_cell_um": 11.2,
        "drc": 0,
        "first_pass_iters": 4,
        "ant_nets": 0,
    },
    "hold_path": {
        "hold_end": "Q",
        "hp-class": "in2out",
        "min-delay-start": "c[7]",
        "hold_depth": 6,
    },
    "logic_synthesis": {
        "post_synth_num_cell_types": 41,
        "synth_top_area_share": 0.374,
        "yosys_warnings": 1,
        "largest_area_cell": "ha_1",
        "yosys.stat.chipArea_um2": 1470,
        "area_leaders": "ha_1 37%, inv_1 8.2%, xnor2_1 7.1%",
        "syn_avg_cell_area_um2": 7.74,
        "synth_cells": 190,
        "synth_area_um2": 1470,
        "synth_seq_share": 0,
        "ys_cells": 190,
    },
    "floorplan": {
        "core_area_um2": 7210,
        "die_h_um": 106,
        "ioPinCount": 25,
        "chipArea_um2": 11200,
        "die_w_um": 106,
        "fp_util": 0.204,
        "rows": 31,
    },
    "pwr": {
        "p_leak_nw": 0.949,
        "powerDensity_nw_per_um2": 114,
        "ir_drop_v": 0.0000194,
    },
    "placed_design": {
        "routabilityCongestion": 0.871,
        "post_dp_cell_area_um2": 1850,
        "port_buffers": 25,
        "hpwl_mm": 3.23,
        "dp_slack_ns": 0.0197,
    },
    "status": {
        "outcome": "completed",
    },
    "setup_path": {
        "cp.arrival_ns": 4.49,
        "cp_max_fo": 6,
        "worst_ep_required_time_ns": 4.64,
        "worstSetupEndpointType": "output pin",
        "path_class": "in2out",
        "startpoint_type": "input port",
    },
    "clock_network": {
        "cts-hold-fix-buffers": 0,
    },
}
## kinds of logic after synthesis
kind of cell	share of synthesized area
AOI/OAI and AO/OA	0.260
adders and majority gates	0.415
and+or+nand+nor	0.129
buffers and inverters	0.111
xor gates and xnor gates	0.0834
## synth_stat cells, types with 2 or more instances
cell	n
nand2_1	6
nor3_1	4
inv_2	2
nand2b_1	3
xor2_1	2
buf_4	2
fa_1	3
o21ai_2	2
a221o_1	2
xnor2_1	12
nand3_1	3
nor2_1	8
a31oi_1	2
o21ai_0	5
inv_1	32
a21o_1	7
and3_1	3
or4_1	2
nand4_1	5
nor2b_1	2
o2111ai_1	2
a21oi_2	3
a21oi_1	17
ha_1	44
## power by group
group	switching (mW)	internal (mW)
Clock	0	0
Sequential	0	0
Combinational	0.110	0.114
Total	0.110	0.114
## cell type report
cell class | instances | area (um2)
Inverter | 34 | 128
Fill cell | 803 | 5260
Timing Repair Buffer | 34 | 325
Tap cell | 99 | 124
Multi-Input combinational cell | 151 | 1380
## through the flow
step,std cells,power (mW),util,TNS (ns),hold slack (ns)
2_1_floorplan,190,0.146,-,0,2.60
3_3_place_gp,315,0.207,0.257,0,3.57
3_5_place_dp,315,0.209,0.257,0,3.57
4_1_cts,315,0.210,0.257,0,3.57
5_1_grt,318,0.253,0.272,-0.00690,3.63
6_report,318,0.223,0.272,0,3.55
## worst max-delay path by stage
stage     startpoint  to  cells after the start
4_1_cts         a[0]   Q                     17
5_1_grt         a[3]   Q                     15
6_report        a[3]   Q                     15
## critical path: stages
cell and delay (ns):
clkdlybuf4s50_1 0.52, inv_1 0.09, ha_4 0.27, buf_4 0.15
inv_2 0.11, a21oi_1 0.07, or4_1 0.42, o2111ai_2 0.11
ha_1 0.29, nand4_1 0.09, and3_1 0.15, o21ai_0 0.08
a221o_1 0.36, a22oi_2 0.11, clkdlybuf4s50_1 0.50
## metal layers
metal	up-vias	share of wire
li1	724	-
met2	23	0.45
met4	0	0.0059
met3	2	0.029
met5	-	0
met1	596	0.52
## what timing repair did
action / CTS / global route
resized: 0 / 19
endpoints found under the setup margin: 0 / 1
setup buffers: 0 / 3
Power is estimated from default activity; no workload was simulated.
