`design/flow/config.mk`:
```
export PLATFORM = sky130hd
export DESIGN_NAME = counter_trans
export DESIGN_NICKNAME = counter_trans
export VERILOG_FILES = /design/flow/design.v
export SDC_FILE = /design/flow/constraint.sdc
export NUM_CORES = 4
export LEC_CHECK = 1
export CORE_AREA = 10 10 70 70
export DIE_AREA = 0 0 80 80
```
`design/flow/constraint.sdc`:
```
current_design counter_trans

set clk_period 1.3
set clk_io_pct 0.2

create_clock -name clk0 -period $clk_period [get_ports {CLK}]

set non_clock_inputs [all_inputs -no_clocks]
set_input_delay [expr $clk_period * $clk_io_pct] -clock clk0 $non_clock_inputs
set_output_delay [expr $clk_period * $clk_io_pct] -clock clk0 [all_outputs]
```
`design/flow/design.v`:
```
module counter ( CLK, RESETL, Q );  
input   CLK, RESETL;
output  [3:0] Q;
reg [3:0] Q;
always @( posedge CLK or  negedge RESETL ) begin
    if ( RESETL == 1'b0 )
        Q=4'b0000;
    else
        Q=Q+4'b0001;
end
endmodule
module counter_trans ( CLK, RESETL, OUT );  
input CLK, RESETL;
output OUT;
wire [3:0] tmp;  
counter counter (.CLK(CLK), .RESETL(RESETL), .Q(tmp));
assign OUT = ((tmp[3]+tmp[2]+tmp[1]+tmp[0])%2);
endmodule
```
`design/flow/run.sh`:
```
#!/bin/bash
# OpenROAD 26Q1-2900-gdf79404cd8, Yosys 0.63+post, stock flow scripts
make -C /OpenROAD-flow-scripts/flow DESIGN_CONFIG=/design/flow/config.mk WORK_HOME=/design/flow/orfs finish
```
==> results.yml <==
# flow metrics
die:
  fp_util_pct: 4.579
  die_h_um: 80
  placementRows: 21
  die_w_um: 80
  num_io_pins: 3
  dieArea_um2: 6400
  coreArea_um2: 3416
final_timing:
  hold_violations: 0
  post-route-min-period_ps: 1523
  setup_violations: 1
  setup_slack_ps: -222.6
  grt_setup_unrepaired: "true"
  fin_tns_setup_ps: -222.6
  slew_violations: 0
  hold_slack_ps: 219.5
  skew_ps: 8.713
  period_used_pct: 117.1
  worst_pin_slew_ps: 177.4
  relSlewSlack_pct: 88.13
  fmax_mhz: 656.8
route:
  avgRoutedWirePerCell_um: 5.262
  postRouteAntennaNets: 0
  drt_pass1_iterations: 2
  diodes: 0
  drt-initial-drc-count: 5
  via_count: 107
  route.detailed.drc: 0
  drt_wl_total_um: 342
  vias_per_cell: 1.646
run_status:
  failed_checks: "setup timing"
  status: "finished, violations left"
power_and_ir_drop:
  ir_worst_vdd_v: 0.0001452
  power_density_nw_per_um2: 971.5
  power.leakage_nw: 0.1205
final_layout:
  syn_to_final_growth_pct: 88.00
  fill_cells: 399
  lay_top_count: "dfrtp_1"
  drive_above_1_share_pct: 47.37
  final_cell_mix: "dfrtp_1 (4), clkbuf_4 (3), buf_4 (3), xnor2_1 (2)"
  largest_reg_flops: 4
yosys:
  synth_area_um2: 156.4
  synth_cell_type_count: 6
  ys_chip_area_um2: 156.4
  ys_warn_count: 1
  syn_area_per_cell_um2: 14.22
  synth_seq_share_pct: 64.00
  ys_cells: 11
  syn_inst: 11
  synth_flops: 4
critical_path:
  cpPeakStageDelay_ps: 400
  critical_path_buf_inv_count: 1
  critPathArrivalTime_ps: 1260
  path_cells: "ha_4 -> xnor2_2 -> xnor2_1 -> buf_2"
  startpoint: "counter.Q[1]$_DFF_PN0_"
  crit_path_end_kind: "primary output"
  r2r_slack_ps: 370
  cp_max_fo: 2
  reg2reg_from: "counter.Q[0]$_DFF_PN0_"
  crit_family: "flip-flops"
  criticalPathCategory: "reg2out"
  critPathSlowestCell: "dfrtp_1"
  start_kind: "flop"
  required_ps: 1040
cts:
  h-tree-depth: 1
  clk-insertion-delay-late_ps: 240
  hold_buffers: 0
  cts.sinks: 4
  clockRootBuffer: "clkbuf_4"
  clockBufferDepth: 2
  cts-buffers-inserted: 3
  clk_pin_slew_ps: 40
  cts_tree: "yes"
hold_path:
  hold_path_class: "in2async"
placed_design:
  portBuffers: 2
  dp_hpwl_um: 236.3
  place_congestion: 0.6543
grt:
  grt_pass1_vias: 136
  grt.overflow.total: 0
  grtUsageTotal_pct: 1.414
  grt_pass1_wl_um: 600
  grt_max_degree: 5
  antenna_found_initial: 0
job:
  warning_count: 27
  maxCapViolations: 0
## area by class of cell
| class | count | area (um^2) | share of cell area (%) |
|---|---|---|---|
| flip-flops and latches | 4 | 100.1 | 34.04 |
| repair buffers | 5 | 37.54 | 12.77 |
| well taps | 46 | 57.56 | 19.57 |
| clock buffers | 3 | 22.52 | 7.660 |
| inverters | 1 | 3.754 | 1.277 |
| multi-input cells | 6 | 72.57 | 24.68 |
## cells in the mapped netlist
master	instances	area (um^2)
ha_1	1	12.51
dfrtp_1	4	100.1
nand3_1	1	5.000
xnor2_1	3	26.28
inv_1	1	3.750
xor2_1	1	8.760
## per-stage QoR
| step | instance area [um^2] | power, mW | worst slack (ps) | util [%] | instances |
|---|---|---|---|---|---|
| after floorplan | 156.4 | 0.1268 | 73.41 | - | 11 |
| after CTS | 266.5 | 0.2952 | -339.0 | 7.802 | 64 |
| final | 294.0 | 0.2856 | -222.6 | 8.608 | 65 |
| after global placement | 249.0 | 0.1317 | -457.7 | 7.289 | 61 |
| after detailed placement | 249.0 | 0.1318 | -471.6 | 7.289 | 61 |
| after global routing | 294.0 | 0.3132 | -286.7 | 8.608 | 65 |
## power by group
group / internal [mW] / switching [mW] / leakage, nW
Clock: 0.103 / 0.0523 / 0.0138
Combinational: 0.00267 / 0.00215 / 0.0502
Sequential: 0.125 / 0 / 0.0566
## worst register-to-register path: cells and delay by family (launching register included)
kind | cells | cell delay, ps
AND/OR/NAND/NOR | 1 | 80
buffers and inverters | 2 | 270
flip-flops | 1 | 400
XOR/XNOR | 1 | 120
## timing repair
| action | in CTS | in global routing |
|---|---|---|
| setup endpoints to repair | 1 | 1 |
| hold endpoints to repair | 0 | 0 |
| gates resized | 3 | 2 |
| pin swaps | 3 | 1 |
| buffers inserted | 0 | 1 |
| cloned | 0 | 0 |
## kinds of logic (layout without fill, tap and decap cells)
logic type | count (synthesis) | count (layout) | share of synthesized area, %
buf+inv | 1 | 9 | 2.398
flops | 4 | 4 | 64.00
simple gates | 1 | 1 | 3.197
fa+ha+maj | 1 | 1 | 7.999
xor+xnor | 4 | 4 | 22.40
## path summary, 6_finish.rpt
path | end | cells after the start
max | OUT | 4
min | counter.Q[3]$_DFF_PN0_ | 1
min in group clk0 | counter.Q[3]$_DFF_PN0_ | 1
max reg2reg | counter.Q[3]$_DFF_PN0_ | 4
min reg2reg | counter.Q[3]$_DFF_PN0_ | 1
max in group asynchronous | counter.Q[0]$_DFF_PN0_ | 1
## layer usage
layer  track usage, %  up-vias  wire [um]
met1            1.201       48        149
met5                0        -          0
met3            2.614        0         88
met2            1.525        6        104
li1                 -       53          -
met4           0.1761        0          0
No activity file was given, so power comes from the tool's default toggle rates.
