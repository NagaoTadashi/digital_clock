===== ./config.mk =====
export PLATFORM = sky130hd
export DESIGN_NAME = population_counter
export DESIGN_NICKNAME = population_counter
export VERILOG_FILES = /design/flow/design.v
export SDC_FILE = /design/flow/constraint.sdc
export NUM_CORES = 4
export LEC_CHECK = 1
export CORE_UTILIZATION = 30

===== ./constraint.sdc =====
current_design population_counter

set clk_period 15.7
set clk_io_pct 0.2

create_clock -name clk0 -period $clk_period

set non_clock_inputs [all_inputs -no_clocks]
set_input_delay [expr $clk_period * $clk_io_pct] -clock clk0 $non_clock_inputs
set_output_delay [expr $clk_period * $clk_io_pct] -clock clk0 [all_outputs]

===== ./design.v =====
module population_counter ( a, Q );
    input  [31:0] a;
    output  [5:0] Q;
    reg [5:0] cnt;
    integer i;
    always @( a ) begin
        cnt = 6'b0;
        for ( i=0 ; i<32 ; i=i+1 ) begin
            if (a[i] == 1'b1) begin
                cnt = cnt + 6'b1;
            end
        end
    end
    assign Q = cnt;
endmodule

===== ./run.sh =====
#!/bin/bash
# OpenROAD 26Q1-2900-gdf79404cd8, Yosys 0.63+post, stock flow scripts
make -C /OpenROAD-flow-scripts/flow DESIGN_CONFIG=/design/flow/config.mk WORK_HOME=/design/flow/orfs finish

==> ci_impl_report.md <==
## PnR job results

| Metric | Value |
|---|---|
| Via count | `~5,500` |
| First-pass GRT wire length | `22,000 um` |
| Fin cells | `~1,200` |
| Rows | `around 47` |
| Final WS setup | `-4.26 ns` |
| Core area | `about 17,000 sq um` |
| Dpl cells | `roughly 1,100` |
| Reg area | `0 sq um` |
| Iteration count of the initial detailed-routing pass | `5` |
| Ys cells | `roughly 700` |
| Yosys chip area | `5080 sq um` |
| Crit path DAT | `16.82 ns` |
| Failing checks | `setup timing` |
| Die y size | `approximately 130 um` |
| Yosys top cell area share | `between 10% and 20%` |
| Avg WL per Cell | `around 11 um` |
| Initial DRC count | `187` |
| I/O pins | `38` |
| Cell Area, Synth | `5080 sq um` |
| Seq_cells | `0` |
| Most numerous logic cell after layout | `buf_4` |
| Layout cells sized above 1 | `approximately two fifths` |
| Yosys Warn Count | `1` |
| Port buffer count | `38` |
| Layout fillers | `between 1,500 and 2,000` |
| Gpl congestion | `between 0.9 and 1` |
| CTS Hold Bufs | `0` |
| Die width | `between 100 and 150 um` |
| Ant. Diodes | `0` |
| Routed Antenna Nets | `0` |
| CP dominant cell by count | `ha_1` |
| Worst slew pin tran | `between 0.6 and 0.7 ns` |
| Slowest CP cell | `ha_1` |
| Largest net degree at the start of global routing | `18` |
| Status | `finished, violations left` |
| Area grow syn2layout | `55.4%` |
| Post-layout minimum cycle time | `19.96 ns` |
| # DRC | `0` |
| Crit. End Element | `primary output` |
| Period utilization | `127%` |
| Core Util at FP | `a little over 30%` |
| Crit Path Class | `in2out` |
| Final WL | `between 10,000 and 15,000 um` |
| Maximum clock frequency | `about 50 MHz` |
| All-layer global routing usage | `~15%` |
| Comb. cell area | `roughly 5400 sq um` |
| RSZ-0062 raised after global routing | `true` |
| Congestion Overflow GR | `0` |
| Mean post-synth cell area | `7.23 sq um` |
| Synth Seq Share | `0%` |
| Most frequent logic cells in the routed design | `buf_4 (229), nand2_1 (83), xnor2_1 (79)` |
| Fin util | `a little under half` |
| Yosys cell types | `about 77` |
| Final setup viols | `5` |
| Max Transition Viols Final | `0` |
| CP peak stage delay | `between 0.3 and 0.4 ns` |
| Setup WS pre-CTS | `-5.39 ns` |
| Final tally of hold violations | `0` |
| Max Cap Violations | `0` |
| Critical-path maximum fanout | `3` |
| Chip area | `approximately 17,000 sq um` |
| Relative slew slack | `a little under three fifths` |
| DP Wirelength | `approximately 10,000 um` |
| Crit path DRT | `12.56 ns` |
| Placed cell areas | `7430 sq um` |
| Min-Delay Path Class | `in2out` |
| Clkbuf count | `0` |
| Final non-filler cell area | `7900 sq um` |
| Vias in the first global route | `5,045` |
| Cells after Synth | `between 700 and 800` |
| Initial antenna violation count | `0` |
| OpenROAD warning count | `38` |
| Yosys top cell by area | `xnor2_1` |
| Via density | `4.72` |
| Crit path launch type | `input port` |
| Top area cells in the synthesized netlist | `xnor2_1 (15%), ha_1 (8.1%), xor2_1 (7.4%), nand2_1 (6.6%), xnor3_1 (4.0%)` |
==> cell usage after synthesis, types with 13 or more instances <==
| library cell | n |
|---|---|
| xnor2_1 | 89 |
| nor3_1 | 13 |
| nand2_1 | 90 |
| clkbuf_1 | 26 |
| nand3_1 | 33 |
| o21ai_0 | 26 |
| inv_1 | 29 |
| xor2_1 | 43 |
| nand2b_1 | 16 |
| nor2_1 | 53 |
| ha_1 | 33 |
| a21oi_1 | 30 |
==> routing by layer <==
layer  part of all wire (%)  up-vias  global-route usage, %
li1                       -     2980                      -
met1                     53     2425                   22.1
met2                     45       45                   24.8
met3                    1.2        6                  0.275
met4                   0.57        0                  0.639
met5                      0        -                      0
==> worst paths after layout <==
check / startpoint / end / slack (ns) / cells after the start
setup / recovery: a[0] / Q[5] / -4.26 / 86
hold / removal: a[31] / Q[1] / 7.06 / 3
==> worst max-delay path, delay by kind of cell <==
| kind | cells | cell delay, ns |
|---|---|---|
| muxes | 7 | 1.70 |
| xor gates and xnor gates | 17 | 2.84 |
| and+or+nand+nor | 21 | 2.05 |
| AOI/OAI and AO/OA | 21 | 2.23 |
| adders and majority gates | 16 | 4.45 |
| buffers and inverters | 4 | 0.36 |
==> metrics by stage <==
step | hold WS (ns) | setup TNS (ns)
floorplan | 6.31 | -16.14
global placement | 7.35 | -25.21
detailed placement | 7.34 | -25.26
CTS | 7.35 | -23.08
global route | 7.13 | -23.26
finish | 7.06 | -19.41
==> logic make-up after synthesis <==
kind of cell / count (synthesis) / synth area share (%)
AND-OR/OR-AND: 148 / 20.1
adder cells (fa/ha/maj): 33 / 8.12
XOR/XNOR: 160 / 34.6
buffers and inverters: 67 / 5.51
multiplexers: 22 / 4.80
AND/OR/NAND/NOR: 273 / 26.8
==> final cells by class <==
cell class	instances	share of cell area [%]
Inverter	29	1.60
Timing Repair Buffer	270	26.9
Tap cell	220	3.49
Multi-Input combinational cell	636	68.0
==> timing repair <==
| action | 4_1_cts | 5_1_grt |
|---|---|---|
| buffers inserted | 8 | 15 |
| setup endpoints to repair | 5 | 5 |
| cloned | 0 | 0 |
| gates resized | 16 | 72 |
| pin swaps | 16 | 81 |
